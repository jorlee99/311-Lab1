$ cat design.v
module tone_dividor (tone_tog,clock_dividor);
input [2:0] tone_tog;
reg [31:0] tone_test;
output reg [31:0] clock_dividor;
parameter tonedo = 32'h20B;
parameter tonere = 32'd587;
parameter tonemi = 32'd659;
parameter tonefa = 32'd698;
parameter toneso = 32'd783;
parameter tonela = 32'd880;
parameter tonesi = 32'd987;
parameter tonedo2 = 32'd1046;
always@(*)begin
case (tone_tog)
3'b000: tone_test = tonedo;
3'b001: tone_test = tonere;
3'b010: tone_test = tonemi;
3'b011: tone_test = tonefa;
3'b100: tone_test = toneso;
3'b101: tone_test = tonela;
3'b110: tone_test = tonesi;
3'b111: tone_test = tonedo2;
default: tone_test = tonedo;
endcase
end
always@(*) 
begin
case (tone_test)
tonedo: clock_dividor = (32'd47801);
tonere: clock_dividor = (32'd42590);
tonemi: clock_dividor = (32'd37937);
tonefa: clock_dividor = (32'd35817);
toneso: clock_dividor = (32'd31929);
tonela: clock_dividor = (32'd28409);
tonesi: clock_dividor = (32'd25330); 
tonedo2: clock_dividor = (32'd23901);
default: clock_dividor=32'b1;
endcase  
end    
endmodule
$ cat run.sh
#!/bin/bash
# OpenROAD 26Q1-2900-gdf79404cd8, Yosys 0.63+post, stock flow scripts
make -C /OpenROAD-flow-scripts/flow DESIGN_CONFIG=/design/flow/config.mk WORK_HOME=/design/flow/orfs finish
$ cat config.mk
export PLATFORM = sky130hd
export DESIGN_NAME = tone_dividor
export DESIGN_NICKNAME = tone_dividor
export VERILOG_FILES = /design/flow/design.v
export SDC_FILE = /design/flow/constraint.sdc
export NUM_CORES = 4
export LEC_CHECK = 1
export CORE_AREA = 10 10 70 70
export DIE_AREA = 0 0 80 80
$ cat constraint.sdc
current_design tone_dividor

set clk_period 1.8
set clk_io_pct 0.2

create_clock -name clk0 -period $clk_period

set non_clock_inputs [all_inputs -no_clocks]
set_input_delay [expr $clk_period * $clk_io_pct] -clock clk0 $non_clock_inputs
set_output_delay [expr $clk_period * $clk_io_pct] -clock clk0 [all_outputs]
==> GITHUB_STEP_SUMMARY <==
## Synthesis and layout report

| Metric | Value |
|---|---|
| Final GP Congestion | `0.813` |
| Pin count of the biggest net entering global routing | `9` |
| Synth Warn # | `1` |
| DR WL/cell | `12.1 um` |
| Dominant cell type by area after synthesis | `buf_4` |
| Layout cells sized above 1 | `70.9%` |
| Registers | `0` |
| Mapped cell area | `526 sq um` |
| Min setup slack post-route | `-0.480 ns` |
| Die height | `80 um` |
| Tool Warnings | `41` |
| Vias/cell | `3.88` |
| Top-count cell post-synth | `buf_4` |
| PortBufs | `19` |
| Antenna Violating Nets Remaining | `0` |
| Post-synth cell types | `27` |
| CP required | `1.44 ns` |
| Startpoint types | `input pin` |
| Clk pwr share | `0%` |
| Int Power | `0.124 mW` |
| Final Slew Violations | `0` |
| Via count | `699` |
| Die Footprint | `6400 sq um` |
| Yosys Instances | `75` |
| Vias in the first global route | `716` |
| Placement Rows | `21` |
| Initial antenna violation count | `0` |
| Maximum vdd drop | `112 uV` |
| Starting density of the core | `15.4%` |
| Top cells by area | `buf_4 (23%), ha_1 (17%), nand2_1 (7.1%)` |
| Status | `complete, but fails checks` |
| Yosys synthesis chip area | `526 sq um` |
| Hold Buf Count CTS | `0` |
| Area Growth Syn to Fin | `134%` |
| Critical path arrival | `1.92 ns` |
| Syn Area/Cell | `7.01 sq um` |
| Clock buffers | `0` |
| Switch share | `42.8%` |
| First-pass GRT wire length | `3.24 mm` |
| Cells after Synth | `75` |
| Core Area | `3420 sq um` |
| Final WL | `2.18 mm` |
| Register share of total power | `0%` |
| Reg area | `0 sq um` |
| NetSw | `0.0931 mW` |
| Pwr/cell area | `177 nW/um^2` |
| F_max | `439 MHz` |
| Worst slack, placed | `-1.19 ns` |
| Leakage power | `0.647 nW` |
| Tcrit/Tclk final | `127%` |
| Gr ovfl total | `0` |
| Final std cells w/o fill | `180` |
| Crit Path Category | `input pin to output port` |
| Cells on Worst Hold Path | `4` |
| Crit. End Element | `output port` |
| Failing checks | `negative setup slack` |
| Pre-antenna DRT Iters | `2` |
| Total track usage | `5.75%` |
| Max-Cap Viols | `0` |
| Top-area cell share | `22.9%` |
| Setup violations, final | `16` |
| RSZ-0062 raised after global routing | `yes` |
| # DRC | `0` |
| Final hold vios | `0` |
| N_diodes | `0` |
| Die Wd | `80 um` |
| Critical path peak fanout | `8` |
| Register share after synthesis | `0%` |
| DRT iter0 DRCs | `20` |
| DP Wirelength | `1.38 mm` |
| DP Cell Count | `154` |
| Hold Crit Endpoint | `clock_dividor[12]` |
| Final min period | `2.28 ns` |
| Worst setup path start | `tone_tog[0]` |
| Hold/Removal Path Class | `input pin to output port` |
| Logic pwr share | `100.0%` |
| Hold Crit Start | `tone_tog[0]` |
| Top cells by count | `buf_4 (16), nand2_1 (10), ha_1 (7), nor2_1 (7)` |
| Top-Level Pins | `35` |
==> worst max-delay path, cell delays in order <==
cell,delay (ns)
buf_8,0.10
buf_6,0.14
ha_4,0.18
or4b_4,0.56
o22ai_4,0.19
a21oi_4,0.11
buf_6,0.13
nand2_1,0.05
buf_2,0.08
==> routing by layer <==
layer / part of all wire, % / up-vias / global-route usage, %
met5: 0 / - / 0
met4: 0.96 / 0 / 0
met3: 5.4 / 2 / 0.682
met2: 46 / 22 / 10.0
met1: 48 / 322 / 7.79
li1: - / 353 / -
==> power groups by stage <==
stage	sequential, mW	combinational, mW	clock [mW]
6_report	0	0.218	0
4_1_cts	0	0.195	0
5_1_grt	0	0.236	0
==> kinds of logic after synthesis <==
| logic type | share of synthesized area, % |
|---|---|
| fa+ha+maj | 16.7 |
| simple gates | 44.5 |
| other cells | 0.714 |
| buf+inv | 25.7 |
| compound gates | 12.4 |
==> timing repair <==
item	CTS	global route
pin swaps	26	13
hold endpoints to repair	0	0
endpoints found under the setup margin	16	16
gates resized	100	14
buffers inserted	21	6
==> layout make-up <==
type	instances	area, sq um
timing repair buffer	60	503
inverter	4	21.3
tap	46	57.6
fill	336	2190
multi-input combinational	70	648
==> through the flow <==
| step | hold slack, ns | TNS [ns] | area [sq um] | utilization, % | power, mW |
|---|---|---|---|---|---|
| floorplan | 0.775 | -0.371 | 607 | - | 0.0821 |
| global placement | 1.96 | -18.30 | 847 | 24.8 | 0.142 |
| detailed placement | 1.95 | -18.34 | 847 | 24.8 | 0.142 |
| CTS | 1.17 | -6.50 | 1130 | 33.1 | 0.195 |
| global route | 1.18 | -7.37 | 1230 | 36.0 | 0.236 |
| finish | 1.16 | -6.28 | 1230 | 36.0 | 0.218 |
==> layout by cell type, fill, tap and decap left out <==
| cell | instances |
|---|---|
| nand3_1 | 1 |
| nor3_4 | 1 |
| nand2b_1 | 2 |
| nor3b_2 | 1 |
| nand4_1 | 2 |
| a21oi_4 | 2 |
| buf_12 | 1 |
| buf_8 | 2 |
| nand2_1 | 5 |
| inv_4 | 1 |
| buf_4 | 25 |
| nor3_2 | 1 |
| ha_4 | 6 |
| and4_2 | 1 |
| or3_4 | 2 |
| inv_2 | 2 |
| or4b_4 | 1 |
| and4b_1 | 1 |
| o22ai_4 | 1 |
| a21oi_2 | 1 |
| o21ai_2 | 1 |
| nor2_1 | 7 |
| buf_2 | 14 |
| o2111ai_2 | 1 |
| nand3_2 | 3 |
| or3b_1 | 1 |
| and2_4 | 1 |
| nor4b_4 | 2 |
| and4_1 | 1 |
| buf_6 | 15 |
| nand2_2 | 5 |
| clkinvlp_4 | 1 |
| nand4b_1 | 1 |
| conb_1 | 16 |
| nor2b_2 | 1 |
| o221ai_2 | 1 |
| clkbuf_2 | 1 |
| ha_2 | 1 |
| dlygate4sd2_1 | 1 |
| dlymetal6s2s_1 | 1 |
==> how the worst max path moves through the flow <==
| stage | slack [ns] | depth (start not counted) | endpoint |
|---|---|---|---|
| 4_1_cts | -0.50 | 9 | clock_dividor[14] |
| 5_1_grt | -0.54 | 9 | clock_dividor[0] |
| 6_report | -0.48 | 9 | clock_dividor[0] |
No activity file was given, so power comes from the tool's default toggle rates.
