==> flow/design.v <==
module Clock_Gen(inclk,divider,outclk);
input inclk;
reg[31:0] clk_count = 32'd0;  
input [31:0] divider;
output reg outclk=0;
always @(posedge inclk)
begin
clk_count <= clk_count + 32'd1;
if (clk_count>=(divider-1))
begin
outclk <= ~outclk;
clk_count <= 32'd0;
end
end
endmodule
==> flow/run.sh <==
#!/bin/bash
# OpenROAD 26Q1-2900-gdf79404cd8, Yosys 0.63+post, stock flow scripts
make -C /OpenROAD-flow-scripts/flow DESIGN_CONFIG=/design/flow/config.mk WORK_HOME=/design/flow/orfs finish
==> flow/config.mk <==
export PLATFORM = sky130hd
export DESIGN_NAME = Clock_Gen
export DESIGN_NICKNAME = Clock_Gen
export VERILOG_FILES = /design/flow/design.v
export SDC_FILE = /design/flow/constraint.sdc
export NUM_CORES = 4
export LEC_CHECK = 1
export CORE_UTILIZATION = 50
==> flow/constraint.sdc <==
current_design Clock_Gen

set clk_period 13.6
set clk_io_pct 0.2

create_clock -name clk0 -period $clk_period [get_ports {inclk}]

set non_clock_inputs [all_inputs -no_clocks]
set_input_delay [expr $clk_period * $clk_io_pct] -clock clk0 $non_clock_inputs
set_output_delay [expr $clk_period * $clk_io_pct] -clock clk0 [all_outputs]
==> flow_summary.ini <==
; implementation run metrics
[die]
fp.dieW_um = 76.1
dieArea_um2 = 5790
ios = 34
fp_util_pct = 52.7
core_um2 = 5200
die_h_um = 76.1
rows = 26

[routing]
drc = 0
drt_iter0_markers = 97
via_per_inst = 5.67
vias = 2459
drt_pre_antenna_iters = 4
totalWireLength_um = 6060
antenna_left = 0
wl_per_cell_um = 14.0
n_antenna_cell = 0

[final_timing]
slew_headroom_pct = 45.6
period_used_pct = 47.6
rsz0062_at_grt = no
tightest_slew_ps = 810
skew_ps = 7.54
slew_violations = 0
hold_ws_ps = 516
finalHoldViolations = 0
setup_violations = 0
post-route-min-period_ps = 6470
finalSetupTns_ps = 0
fmax_mhz = 155

[critical_path]
slowest_stage = or4_4
required_ps = 13640
setup.worst_path.start_class = input pin
critical_path.max_fanout = 33
max_stage_delay_ps = 540
endpoint_kind = flip-flop
worstPathCellList = clkdlybuf4s50_1, or4_4, nor4_1, nand3_1, or4_1, xor2_1, ha_1, a21oi_1, o21ai_0, a211oi_1, nor2_2, buf_4, or3_1
worstSetupPathType = in2reg
crit_arrival_ps = 6510

[global_route]
overflow = 0
grt_pass1_wl_um = 10400
grt_max_degree = 34
grt_util_all_layers_pct = 22.2
antenna_found_initial = 0
first_global_vias = 2185

[placement]
gp_congestion = 0.861
place_area_um2 = 3150
dp_hpwl_um = 4700
port_buffers = 33

[logic_synthesis]
yosysCellCount = 331
synthFlopType = dfxtp_1
async_flop_share_pct = 0
yosysSeqAreaShare_pct = 24.5
synth_flops = 33
yosys_warnings = 1
avgSynthCellArea_um2 = 8.29
syn_inst = 331
edf_count = 1
synth_area_um2 = 2740
ys_chip_area_um2 = 2740
ys_types = 32

[power_and_ir_drop]
p_leak_nw = 1.18
p_per_area_nw_per_um2 = 102
total_power_uw = 331
peakVddDrop_mv = 0.0870

[layout]
fin_area_um2 = 3250
drive_gt1_share_pct = 6.59
syn2layout_area_growth_pct = 18.6
n_fill_cell = 460
final_util_pct = 62.5

[cts]
h-tree-depth = 2
cts_buffer_depth = 2
clock-sinks = 33
clock_latency_ps = 280
clk_pin_slew_ps = 70
cts_tree = yes
cts_setup_buffers = 0
numCtsBuffers = 5
cts_root_buf = clkbuf_8
postCtsHoldBufs = 0
cts_resized = 0

[run]
maxCapViolCount = 0
log.warning_count = 26

[worst_hold_path]
hp-class = reg2reg

[status]
status = finished clean
[critical path: cells and delay by family]
kind | cells | cell delay (ps)
buffers and inverters | 2 | 730
adder cells (fa/ha/maj) | 1 | 280
AND-OR/OR-AND | 3 | 480
AND/OR/NAND/NOR | 6 | 2120
XOR/XNOR | 1 | 160
[final timing paths]
kind | start | endpoint | slack, ps | depth (start not counted)
setup / recovery | divider[9] | outclk$_DFFE_PP_ | 7130 | 13
hold / removal | clk_count[0]$_SDFF_PP0_ | clk_count[0]$_SDFF_PP0_ | 520 | 1
setup reg to reg | clk_count[0]$_SDFF_PP0_ | outclk$_DFFE_PP_ | 10890 | 8
hold reg to reg | clk_count[0]$_SDFF_PP0_ | clk_count[0]$_SDFF_PP0_ | 520 | 1
[Yosys cell counts (2+ instances only)]
| cell | instances | area (um2) |
|---|---|---|
| nand4_1 | 10 | 62.6 |
| nor4_1 | 42 | 263 |
| ha_1 | 34 | 425 |
| nor3_1 | 13 | 65.1 |
| or2_2 | 4 | 25.0 |
| or4_1 | 4 | 30.0 |
| dfxtp_1 | 32 | 641 |
| nor3_2 | 2 | 20.0 |
| a21o_1 | 3 | 22.5 |
| o21a_1 | 2 | 15.0 |
| inv_1 | 7 | 26.3 |
| and4_1 | 7 | 61.3 |
| xor2_1 | 22 | 193 |
| or3_1 | 6 | 37.5 |
| a21oi_1 | 15 | 75.1 |
| nand3_1 | 15 | 75.1 |
| clkbuf_1 | 12 | 45.0 |
| or4_4 | 3 | 33.8 |
| and3_1 | 3 | 18.8 |
| xnor2_1 | 36 | 315 |
| nor2_1 | 20 | 75.1 |
| o21ai_0 | 6 | 30.0 |
| nand2_1 | 24 | 90.1 |
[cells by family after synthesis]
family / count (synthesis) / synth area share [%]
fa+ha+maj: 34 / 15.5
flops: 33 / 24.5
xor+xnor: 58 / 18.5
buf+inv: 19 / 2.60
compound gates: 30 / 6.48
simple gates: 157 / 32.4
[flip-flops by register name (all words and copies together), names as in the netlist]
signal / count
clk_count: 32
outclk: 1
[metrics by stage]
step	worst slack (ps)	instances
after floorplan	7810	331
after global placement	6920	426
after detailed placement	6820	426
after CTS	7110	434
after global routing	6890	434
final	7130	434
[layout by cell type (no fill, tap or decap), types with 2 or more instances in the layout]
cell type / count
nand4_1: 10
o21a_1: 2
or4_4: 3
and4_1: 7
or4_1: 4
or3_1: 6
or2_2: 4
nor3_1: 13
xor2_1: 22
nand3_1: 15
a21oi_1: 14
dfxtp_1: 32
buf_4: 4
o21ai_0: 6
and3_1: 3
a21o_1: 3
nor4_1: 42
xnor2_1: 36
nand2_1: 24
nor3_2: 2
nor2_1: 19
ha_1: 34
inv_1: 7
clkdlybuf4s50_1: 33
clkbuf_8: 7
[cell type report]
class	count	area, um2	area share, %
sequential	33	671	20.6
tap	70	87.6	2.69
clock inverter	1	5.00	0.154
inverter	7	26.3	0.808
clock buffer	7	96.3	2.96
timing repair buffer	37	360	11.1
multi-input combinational	279	2010	61.7
[layer usage]
layer | wire length [um] | GRT usage (%) | vias up | part of all wire (%)
met5 | 0 | 0 | - | 0
met4 | 22 | 1.35 | 0 | 0.36
met3 | 168 | 2.55 | 2 | 2.8
met2 | 2650 | 34.8 | 27 | 44
met1 | 3220 | 35.1 | 1124 | 53
li1 | - | - | 1306 | -
[where the power goes]
group	switching (mW)	leakage, nW	internal (mW)
clock	0.0341	0.0542	0.0457
sequential	0.0292	0.271	0.120
combinational	0.0490	0.854	0.0533
No activity file was given, so power comes from the tool's default toggle rates.
